==> flow/design.v <==
module UART_rx #(parameter clk_freq = 1000000, baud_rate = 9600) (
    input clk, rst, rx,
    output reg done,
    output reg [7:0] rxdata 
);
localparam clkcount = clk_freq / baud_rate;
integer count  = 0;
integer counts = 0;
reg slowclk = 0;
localparam idle = 2'b00, start = 2'b01;
reg [1:0] state = idle; 
always @(posedge clk) begin
    if (rst) begin
        count <= 0;
        slowclk <= 0;
    end else if (count < clkcount/2 - 1) begin
        count <= count + 1;
    end else begin 
        count <= 0;
        slowclk <= ~slowclk;
    end
end
always @(posedge slowclk or posedge rst) begin
    if (rst) begin
        rxdata <= 8'b0;
        counts <= 0;
        done <= 1'b0;
        state <= idle;
    end else case(state)
        idle: begin 
            rxdata <= 8'b0;
            counts <= 0;
            done <= 1'b0;
            if(rx == 1'b0) state <= start;
        end
        start: begin
            if(counts < 8) begin
                rxdata <= {rx, rxdata[7:1]};
                counts <= counts + 1;
            end else begin
                done <= 1'b1;
                state <= idle;
                counts <= 0;
            end
        end
        default: state <= idle;
    endcase
end
endmodule
module uarttx
#(
parameter clk_freq = 1000000,
parameter baud_rate = 9600
)
(
input clk,rst,
input send,
input [7:0] tx_data,
output reg tx,
output reg donetx
);
  localparam clkcount = (clk_freq/baud_rate); 
integer count = 0;
integer counts = 0;
reg slowclk = 0;
enum bit[1:0] {idle = 2'b00, start = 2'b01, transfer = 2'b10, done = 2'b11} state;
  always@(posedge clk)
    begin
      if(count < clkcount/2)
        count <= count + 1;
      else begin
        count <= 0;
        slowclk <= ~slowclk;
      end 
    end
  reg [7:0] din;
  always@(posedge slowclk)
    begin
      if(rst) 
      begin
        state <= idle;
      end
     else
     begin
     case(state)
       idle:
         begin
           count <= 0;
           counts <= 0;
           tx <= 1'b1;
           donetx <= 1'b0;
           if(send) 
           begin
             state <= transfer;
             din <= tx_data;
             tx <= 1'b0; 
           end
           else
             state <= idle;       
         end
      transfer: begin
        if(counts <= 7) begin
           counts <= counts + 1;
           tx <= din[counts];
           state <= transfer;
        end
        else 
        begin
           counts <= 0;
           tx <= 1'b1;
           state <= idle;
          donetx <= 1'b1;
        end
      end
      default : state <= idle;
    endcase
  end
end
endmodule
module uart_top
#(
parameter clk_freq = 1000000,
parameter baud_rate = 9600
)
(
  input clk,rst, 
  input rx,
  input [7:0] dintx,
  input send,
  output tx, 
  output [7:0] doutrx,
  output donetx,
  output donerx
    );
UART_tx 
#(clk_freq, baud_rate) 
utx   
(.clk(clk), .rst(rst), .send(send), .tx_data(dintx), .tx(tx), .donetx(donetx));   
UART_rx 
#(clk_freq, baud_rate)
rtx
(.clk(clk), .rst(rst), .rx(rx), .done(donerx), .rxdata(doutrx));    
endmodule
==> flow/run.sh <==
#!/bin/bash
# OpenROAD 26Q1-2900-gdf79404cd8, Yosys 0.63+post, stock flow scripts
make -C /OpenROAD-flow-scripts/flow DESIGN_CONFIG=/design/flow/config.mk WORK_HOME=/design/flow/orfs finish
==> flow/config.mk <==
export PLATFORM = sky130hd
export DESIGN_NAME = UART_rx
export DESIGN_NICKNAME = UART_rx
export VERILOG_FILES = /design/flow/design.v
export SDC_FILE = /design/flow/constraint.sdc
export NUM_CORES = 4
export LEC_CHECK = 1
export CORE_UTILIZATION = 40
==> flow/constraint.sdc <==
current_design UART_rx

set clk_period 5.2
set clk_io_pct 0.2

create_clock -name clk0 -period $clk_period [get_ports {clk}]

set non_clock_inputs [all_inputs -no_clocks]
set_input_delay [expr $clk_period * $clk_io_pct] -clock clk0 $non_clock_inputs
set_output_delay [expr $clk_period * $clk_io_pct] -clock clk0 [all_outputs]
==> impl_metrics.prom <==
# HELP chip_impl_metric Synthesis and place-and-route metrics
# TYPE chip_impl_metric gauge
chip_impl_metric{name="layout.area.comb",unit="um^2"} 1677
chip_impl_metric{name="vias",unit=""} 2456
chip_impl_info{name="clk_root_buffer_cell",value="sky130_fd_sc_hd__clkbuf_8"} 1
chip_impl_metric{name="final_core_utilization",unit=""} 0.4559
chip_impl_metric{name="fp.dieH",unit="um"} 95.57
chip_impl_metric{name="simple_gate_share",unit=""} 0.2883
chip_impl_metric{name="nFillCells",unit=""} 795
chip_impl_info{name="endpoint_kind",value="register"} 1
chip_impl_info{name="post-synth-top-area-cell",value="sky130_fd_sc_hd__dfrtp_1"} 1
chip_impl_metric{name="drt_iter0_markers",unit=""} 81
chip_impl_metric{name="max-slew-margin-rel",unit=""} 0.5289
chip_impl_metric{name="grt_max_degree",unit=""} 44
chip_impl_metric{name="floorplanUtilization",unit=""} 0.4199
chip_impl_metric{name="unclocked_pins",unit=""} 42
chip_impl_info{name="min-delay-path-class",value="reg -> reg"} 1
chip_impl_metric{name="timing_worst_slew_pin_value",unit="ns"} 0.7029
chip_impl_metric{name="grt_antenna_before_repair",unit=""} 0
chip_impl_info{name="yosys-top-cells-area",value="sky130_fd_sc_hd__dfrtp_1, sky130_fd_sc_hd__dfxtp_1, sky130_fd_sc_hd__xnor2_1, sky130_fd_sc_hd__nor2_1, sky130_fd_sc_hd__xor2_1"} 1
chip_impl_metric{name="die-area",unit="um^2"} 9134
chip_impl_metric{name="timing.final.crit_share",unit=""} 0.3944
chip_impl_metric{name="synth.cellmix.xorXnorShare",unit=""} 0.1476
chip_impl_info{name="rsz0062_at_grt",value="false"} 1
chip_impl_metric{name="synth_cell_type_count",unit=""} 34
chip_impl_info{name="rr_startpoint",value="count[0]$_SDFF_PP0_"} 1
chip_impl_info{name="cts_tree",value="done"} 1
chip_impl_metric{name="hold_viol",unit=""} 0
chip_impl_metric{name="cp_slowest_stage_delay",unit="ns"} 0.53
chip_impl_info{name="ys_top_logic_family",value="simple AND/OR/NAND/NOR gates"} 1
chip_impl_metric{name="required_time_of_the_critical_path",unit="ns"} 5.35
chip_impl_metric{name="max-cap-violations",unit=""} 0
chip_impl_info{name="common_cells",value="sky130_fd_sc_hd__nor2_1, sky130_fd_sc_hd__dfrtp_1, sky130_fd_sc_hd__dfxtp_1"} 1
chip_impl_metric{name="p_leak",unit="nW"} 1.528
chip_impl_metric{name="synth_chip_area",unit="um^2"} 3502
chip_impl_metric{name="endpoints_left_unconstrained",unit=""} 51
chip_impl_metric{name="regArea",unit="um^2"} 1712
chip_impl_info{name="path_cells",value="clkdlybuf4s50_1 -> or2_2 -> nor2_1"} 1
chip_impl_metric{name="syn-instance-count",unit=""} 372
chip_impl_metric{name="yosys.area_share.adder",unit=""} 0.007145
chip_impl_metric{name="critPathMaxFanout",unit=""} 31
chip_impl_metric{name="timing.final.setup_violations",unit=""} 0
chip_impl_info{name="startpoint_type",value="input pin"} 1
chip_impl_metric{name="routed_wire_length_per_instance",unit="um"} 12.38
chip_impl_metric{name="postSynthRegisterBits",unit=""} 75
chip_impl_metric{name="drt.antenna.violating_nets",unit=""} 0
chip_impl_metric{name="hold_slack",unit="ns"} 0.4806
chip_impl_metric{name="place_congestion",unit=""} 0.8087
chip_impl_metric{name="placed_cell_area",unit="um^2"} 3720
chip_impl_metric{name="placement_rows",unit=""} 33
chip_impl_metric{name="clkLatencyLatePin",unit="ns"} 0.28
chip_impl_metric{name="slew_violations",unit=""} 0
chip_impl_metric{name="synthesis.area_per_instance",unit="um^2"} 9.414
chip_impl_metric{name="drt_drc_violations_left",unit=""} 0
chip_impl_metric{name="timing.clock.skew",unit="ns"} 0.005084
chip_impl_metric{name="worst_setup_hold_path_clk_slew",unit="ns"} 0.07
chip_impl_metric{name="cts_post_setup_buffers_inserted",unit=""} 0
chip_impl_metric{name="design_power_total",unit="uW"} 456.5
chip_impl_metric{name="synth_area",unit="um^2"} 3502
chip_impl_metric{name="cts-buffers-inserted",unit=""} 5
chip_impl_metric{name="via_per_inst",unit=""} 5.043
chip_impl_metric{name="first_global_vias",unit=""} 2306
chip_impl_metric{name="fmax",unit="GHz"} 0.4876
chip_impl_metric{name="cts_hold_buffers",unit=""} 0
chip_impl_metric{name="place.port_buffers",unit=""} 11
chip_impl_metric{name="power.density",unit="nW/um^2"} 120.1
chip_impl_metric{name="cts-htree-levels",unit=""} 2
chip_impl_info{name="flop_cell",value="sky130_fd_sc_hd__dfrtp_1"} 1
chip_impl_metric{name="openroad.warnings",unit=""} 25
chip_impl_metric{name="critPathArrivalTime",unit="ns"} 2.20
chip_impl_metric{name="setup_tns",unit="ns"} 0
chip_impl_info{name="critical_path_start",value="rst"} 1
chip_impl_metric{name="antenna_cells",unit=""} 0
chip_impl_metric{name="wire_length_of_the_first_global_routing_pass",unit="mm"} 10.45
chip_impl_metric{name="ys_seq_share",unit=""} 0.4887
chip_impl_metric{name="boundaryPins",unit=""} 12
chip_impl_metric{name="ir_drop",unit="mV"} 0.1848
chip_impl_metric{name="ys_async_sr_fraction",unit=""} 0.5600
chip_impl_metric{name="finalWorstPathRequiredPeriod",unit="ns"} 2.051
chip_impl_metric{name="grt-ovfl-total",unit=""} 0
chip_impl_metric{name="track_usage",unit=""} 0.1445
chip_impl_metric{name="synth.yosys.warnings",unit=""} 1
chip_impl_metric{name="chip_width",unit="um"} 95.57
chip_impl_metric{name="core_area",unit="um^2"} 8341
chip_impl_metric{name="cts_repair_resize_count",unit=""} 0
chip_impl_metric{name="synth_compound_gate_area_share",unit=""} 0.01000
chip_impl_info{name="path_class",value="in -> reg"} 1
chip_impl_metric{name="drive_above_1_share",unit=""} 0.06021
chip_impl_info{name="run_status",value="completed"} 1
chip_impl_info{name="cell_at_the_slowest_stage_of_the_critical_path",value="sky130_fd_sc_hd__or2_2"} 1
chip_impl_metric{name="route.final.wire_length",unit="mm"} 6.027
chip_impl_info{name="timing.hold.worst.start",value="count[0]$_SDFF_PP0_"} 1
chip_impl_metric{name="finish.instance_area",unit="um^2"} 3802
chip_impl_metric{name="synth_top_area_share",unit=""} 0.3001
chip_impl_metric{name="synth-edff-count",unit=""} 0
chip_impl_metric{name="synth.mux.area_fraction",unit=""} 0.02572
chip_impl_metric{name="yosys-stat-cells",unit=""} 372
chip_impl_metric{name="first_pass_iters",unit=""} 4
chip_impl_metric{name="area.growth.synth_to_final",unit="%"} 8.575
chip_impl_metric{name="cts-root-to-sink-buffers",unit=""} 2
chip_impl_info{name="post-synth-top-count-cell",value="sky130_fd_sc_hd__nor2_1"} 1
chip_impl_metric{name="detailed_place_hpwl",unit="mm"} 4.019
==> worst paths after layout <==
| kind | cells past startpoint | endpoint | slack (ns) |
|---|---|---|---|
| hold reg to reg | 1 | count[0]$_SDFF_PP0_ | 0.48 |
| hold / removal | 1 | count[0]$_SDFF_PP0_ | 0.48 |
| setup reg to reg | 6 | count[28]$_SDFF_PP0_ | 3.19 |
| setup / recovery | 3 | count[10]$_SDFF_PP0_ | 3.15 |
==> layout by cell type (no fill, tap or decap), types with 2 or more instances in the layout <==
| master | synthesis | final |
|---|---|---|
| sky130_fd_sc_hd__and3_1 | 8 | 8 |
| sky130_fd_sc_hd__clkinv_2 | 0 | 2 |
| sky130_fd_sc_hd__nand3_1 | 22 | 22 |
| sky130_fd_sc_hd__mux2i_1 | 9 | 9 |
| sky130_fd_sc_hd__dfrtp_1 | 42 | 42 |
| sky130_fd_sc_hd__buf_4 | 0 | 5 |
| sky130_fd_sc_hd__ha_1 | 2 | 2 |
| sky130_fd_sc_hd__clkdlybuf4s50_1 | 0 | 11 |
| sky130_fd_sc_hd__xnor2_1 | 32 | 32 |
| sky130_fd_sc_hd__nor2b_1 | 9 | 9 |
| sky130_fd_sc_hd__or4_1 | 2 | 2 |
| sky130_fd_sc_hd__nor2_1 | 68 | 68 |
| sky130_fd_sc_hd__nor4_1 | 19 | 19 |
| sky130_fd_sc_hd__or2_2 | 2 | 2 |
| sky130_fd_sc_hd__nand2_1 | 17 | 17 |
| sky130_fd_sc_hd__nand4_1 | 18 | 18 |
| sky130_fd_sc_hd__and2_1 | 2 | 2 |
| sky130_fd_sc_hd__nor2_2 | 5 | 5 |
| sky130_fd_sc_hd__dfxtp_1 | 33 | 33 |
| sky130_fd_sc_hd__nor3_1 | 11 | 11 |
| sky130_fd_sc_hd__and4_1 | 6 | 6 |
| sky130_fd_sc_hd__clkbuf_8 | 0 | 5 |
| sky130_fd_sc_hd__xor2_1 | 27 | 27 |
| sky130_fd_sc_hd__inv_1 | 14 | 14 |
==> sequential cells by signal, indices dropped and copies added (netlist names) <==
name and count:
done 1, slowclk 1, counts 32, count 32, state 1, rxdata 8
==> through the flow <==
step,setup slack (ns),instances
2_1_floorplan,2.939,372
3_3_place_gp,2.852,479
3_5_place_dp,2.823,479
4_1_cts,3.130,487
5_1_grt,2.960,487
6_report,3.149,487
==> routing by layer <==
metal	GRT usage	share of wire	vias up
met5	0	0	-
met4	0.009950	0.0040	0
met3	0.01460	0.017	2
met2	0.2536	0.48	16
met1	0.2074	0.50	1155
li1	-	-	1283
==> final cells by class <==
cell class,count,area share
Clock buffer,6,0.01909
Clock inverter,2,0.002632
Inverter,14,0.01382
Sequential cell,75,0.4501
Tap cell,105,0.03455
Multi-Input combinational cell,269,0.4409
Timing Repair Buffer,16,0.03883
==> report_power, final <==
group / total [mW] / internal [mW] / switching [mW]
sequential: 0.257 / 0.254 / 0.00226
combinational: 0.0165 / 0.00420 / 0.0123
clock: 0.183 / 0.0926 / 0.0908
total: 0.457 / 0.351 / 0.105
==> kinds of logic (layout without fill, tap and decap cells) <==
family                     after synthesis  after routing
buffers and inverters                   28             38
AOI/OAI and AO/OA                        5              5
DFF                                     75             75
muxes                                    9              9
adders and majority gates                2              2
and+or+nand+nor                        194            194
xor gates and xnor gates                59             59
==> critical path: cells and delay by family <==
family                 cells  cell delay (ns)
buffers and inverters      1             0.50
and+or+nand+nor            2             0.64
Power is estimated from default activity; no workload was simulated.
